`./run.sh`:
```
#!/bin/bash
# OpenROAD 26Q1-2900-gdf79404cd8, Yosys 0.63+post, stock flow scripts
make -C /OpenROAD-flow-scripts/flow DESIGN_CONFIG=/design/flow/config.mk WORK_HOME=/design/flow/orfs finish
```
`./config.mk`:
```
export PLATFORM = sky130hd
export DESIGN_NAME = adder
export DESIGN_NICKNAME = adder
export VERILOG_FILES = /design/flow/design.v
export SDC_FILE = /design/flow/constraint.sdc
export NUM_CORES = 4
export LEC_CHECK = 1
export CORE_AREA = 10 10 86 86
export DIE_AREA = 0 0 96 96
```
`./constraint.sdc`:
```
current_design adder

set clk_period 9.3
set clk_io_pct 0.2

create_clock -name clk0 -period $clk_period

set non_clock_inputs [all_inputs -no_clocks]
set_input_delay [expr $clk_period * $clk_io_pct] -clock clk0 $non_clock_inputs
set_output_delay [expr $clk_period * $clk_io_pct] -clock clk0 [all_outputs]
```
`./design.v`:
```
module register
#(
    parameter int WIDTH = 24
)
(
    input logic clk,
    input logic reset,
    input logic enable,
    input logic [WIDTH-1:0] in,
    output logic [WIDTH-1:0] out
);
always_ff @(posedge clk or posedge reset) begin
    if(reset)
        out <= '0;
    else if (enable)
        out <= in;
end
endmodule
module delay 
#(
    parameter int WIDTH = 24,
    parameter int CYCLES = 2
)
(
    input logic clk,
    input logic reset,
    input logic enable,
    input logic [WIDTH-1:0] in,
    output logic [WIDTH-1:0] out
);
logic [WIDTH-1:0] regs [CYCLES+1];
for(genvar i = 0; i < CYCLES; i++) begin : reg_array
    register #(.WIDTH(WIDTH))
    reg_array (
        .clk(clk),
        .reset(reset),
        .enable(enable),
        .in(regs[i]),
        .out(regs[i+1])
    );
end 
assign regs[0] = in;
assign out = regs[CYCLES];
endmodule
module multiplexer
#(
    parameter int WIDTH = 24
)
(
    input logic [WIDTH-1:0] in0,
    input logic [WIDTH-1:0] in1,
    input logic sel,
    output logic [WIDTH-1:0]out
);
assign out = sel == 1'b1 ? in1 : in0;
endmodule
module multiplier
#(
    parameter int WIDTH = 24
)
(
    input logic[WIDTH-1:0] a,
    input logic[WIDTH-1:0] b,
    output logic[2*WIDTH-1:0] product
);
assign product = signed'(a) * signed'(b); 
endmodule
module adder
#(
    parameter int WIDTH = 24
)
(
    input logic [WIDTH-1:0] in0, in1,
    input logic carry_in,
    output logic [WIDTH-1:0] sum,
    output logic carry_out
);
assign {carry_out, sum} = in0 + in1 + carry_in;
endmodule
module comparator
#(
    parameter int WIDTH = 24
)
(
    input logic [WIDTH-1:0] in0, in1,
    output logic out
);
    assign out = (in0 >= in1);
endmodule
module rectifier
#(
    parameter int WIDTH = 24
)
(
    input logic [WIDTH-1:0] in,
    output logic [WIDTH-1:0] out
);
    assign out = in[WIDTH-1] ? ~in + 1 : in;
endmodule
```
==> flow_metrics.tcl <==
# implementation run metrics
set metrics [dict create \
    instances_no_fill 320 \
    drc 0 \
    critical_path.n_buffers_inverters 2 \
    grt_use_total_pct 8.87 \
    fmaxAchievable_ghz 0.146 \
    power_per_cell_area_nw_per_um2 73.7 \
    antenna_violating_nets_post_route 0 \
    grt_start_max_net_pins 9 \
    slew_viol_final 0 \
    cts-resized-gates 0 \
    worst_setup_path_start_kind "primary input" \
    yosysWarnings 0 \
    chipHeight_um 96 \
    core_area_um2 5540 \
    layout-drive-gt1-share_pct 5.24 \
    vias_per_cell 4.54 \
    comb_area_um2 1210 \
    ff_count 0 \
    syn2layout_area_growth_pct 52.9 \
    total_leakage_power_nw 0.853 \
    routabilityCongestion 0.840 \
    timing.critical_path.slowest_cell_delay_ns 0.49 \
    dp.cells 320 \
    yosys.cell_count.top_type "sky130_fd_sc_hd__ha_1" \
    yosys-stat-cells 184 \
    synth_largest_type_area_fraction_pct 21.2 \
    ioPinCount 74 \
    synth.top_cells.by_count "23 x sky130_fd_sc_hd__ha_1, 22 x sky130_fd_sc_hd__nor2_1, 21 x sky130_fd_sc_hd__a21oi_1" \
    synth.area.top_cells "sky130_fd_sc_hd__ha_1 21%, sky130_fd_sc_hd__a21oi_1 7.7%, sky130_fd_sc_hd__xor2_1 7.1%" \
    ys_types 38 \
    drt_iter0_markers 100 \
    diode_count 0 \
    period_needed_ns 6.87 \
    max_slew.worst_pin.slew_ns 0.395 \
    crit_slowest_cell "sky130_fd_sc_hd__clkdlybuf4s50_1" \
    avgRoutedWirePerCell_um 13.0 \
    hp-class "in2out" \
    cp_cell_sequence "clkdlybuf4s50_1 > fa_1 > fa_1 > a21oi_1 > o22ai_1 > nor4_1 > o21bai_1 > o21ai_1 > o21ai_1 > xor2_1 > clkdlybuf4s50_1" \
    largest_area_cell "sky130_fd_sc_hd__ha_1" \
    sequential_cell_area_um2 0 \
    worst_slew_margin_relative_to_its_limit_pct 73.4 \
    place.detailed.hpwl_mm 3.73 \
    cts_setup_buffers 0 \
    final.period_utilization_pct 73.9 \
    stage_log_warnings 32 \
    fillers 586 \
    vdd_drop_max_mv 0.0262 \
    setup_viol 0 \
    synth-seq-area-share_pct 0 \
    synth_chip_area_um2 1360 \
    worst_ep_required_time_ns 7.44 \
    critical_path.max_fanout 3 \
    port_buffers 74 \
    totalWireLength_mm 4.18 \
    synthesis.area_um2 1360 \
    floorplan.die_area_um2 9220 \
    drv_cap 0 \
    timing.critical_path.arrival_ns 5.01 \
    setup_tns_ns 0 \
    grt_pass1_wl_mm 6.85 \
    die_w_um 96 \
    first_global_vias 1490 \
    crit_family "buffers and inverters" \
    cts-hold-fix-buffers 0 \
    critical_path.endpoint_type "primary output" \
    grt_overflow_total 0 \
    drt_first_pass_iters 4 \
    outcome "finished clean" \
    cell_rows 27 \
    unrepaired_setup_endpoints_after_global_routing "false" \
    grt_antenna_before_repair 0 \
    timing_worst_setup_path_type "in2out" \
    floorplan.initialDensity_pct 24.5 \
    synth_area_per_cell_um2 7.37 \
    clock_buffer_count_in_the_final_layout 0 \
    syn-instance-count 184 \
    via_count 1454 \
    final-hold-violation-count 0 \
]
## area by class of cell
| class | instances | area share (%) |
|---|---|---|
| multi-input cells | 166 | 58.5 |
| repair buffers | 74 | 35.7 |
| well taps | 72 | 4.35 |
| inverters | 8 | 1.45 |
## where the power goes
group	internal [mW]	total, mW	switching, mW
combinational	0.0930	0.153	0.0599
sequential	0	0	0
clock	0	0	0
total	0.0930	0.153	0.0599
## placed cells by master (no fill, tap or decap), drive strengths merged, types with 9 or more instances in the layout
cell / synthesis / layout
xnor2: 9 / 9
ha: 23 / 23
o21ai: 15 / 15
nor2: 22 / 22
a21oi: 22 / 22
xor2: 11 / 11
clkdlybuf4s50: 0 / 74
nand2: 12 / 12
## through the flow
step                      worst slack, ns  power [mW]  util, %  hold WS, ns  area (um^2)
after floorplan                      3.64      0.0782        -         3.82         1360
after global placement               2.50       0.156     37.4         4.80         2070
after detailed placement             2.45       0.155     37.4         4.80         2070
after CTS                            2.43       0.156     37.4         4.80         2070
after global routing                 2.19       0.172     37.4         4.85         2070
final                                2.43       0.153     37.4         4.79         2070
## worst paths after layout
kind	from	endpoint	slack (ns)	cells after the start
setup / recovery	in0[0]	sum[18]	2.43	11
hold / removal	in1[23]	sum[23]	4.79	4
## layer usage
metal | part of all wire (%) | vias to the layer above | wire length, um | GRT usage, %
met5 | 0 | - | 0 | 0
met4 | 0 | 0 | 0 | 0
met3 | 9.4 | 0 | 393 | 2.83
met2 | 46 | 31 | 1900 | 14.5
met1 | 45 | 623 | 1880 | 11.9
li1 | - | 800 | - | -
## cell families after synthesis
| kind of cell | share of synthesized area [%] |
|---|---|
| AOI/OAI and AO/OA | 33.0 |
| xor gates and xnor gates | 12.9 |
| adders and majority gates | 24.2 |
| buffers and inverters | 10.6 |
| and+or+nand+nor | 19.3 |
Power and IR drop assume default switching activity.
