$ cat /design/flow/run.sh
#!/bin/bash
# OpenROAD 26Q1-2900-gdf79404cd8, Yosys 0.63+post, stock flow scripts
make -C /OpenROAD-flow-scripts/flow DESIGN_CONFIG=/design/flow/config.mk WORK_HOME=/design/flow/orfs finish
$ cat /design/flow/config.mk
export PLATFORM = sky130hd
export DESIGN_NAME = distortion
export DESIGN_NICKNAME = distortion
export VERILOG_FILES = /design/flow/design.v
export SDC_FILE = /design/flow/constraint.sdc
export NUM_CORES = 4
export LEC_CHECK = 1
export CORE_UTILIZATION = 30
$ cat /design/flow/constraint.sdc
current_design distortion

set clk_period 12.1
set clk_io_pct 0.2

create_clock -name clk0 -period $clk_period [get_ports {clk}]

set non_clock_inputs [all_inputs -no_clocks]
set_input_delay [expr $clk_period * $clk_io_pct] -clock clk0 $non_clock_inputs
set_output_delay [expr $clk_period * $clk_io_pct] -clock clk0 [all_outputs]
$ cat /design/flow/design.v
module distortion
#(
    parameter int WIDTH = 24
)
(
    input logic clk,
    input logic reset,
    input logic enable,
    input logic [WIDTH-1:0] in,
    input logic [WIDTH-1:0] gain,
    input logic [WIDTH-1:0] threshold,
    output logic [WIDTH-1:0] out
);
logic[WIDTH-1:0] data_register_out;
logic[WIDTH-1:0] gain_register_out;
logic[WIDTH-1:0] threshold_register_out; 
logic[2*WIDTH-1:0] data_register_out_fixed_point;
logic[2*WIDTH-1:0] gain_register_out_fixed_point;
logic[4*WIDTH-1:0] gained_signal;
logic[WIDTH-1:0] gained_signal_registered;
logic[WIDTH-1:0] comparator_in;
logic comparator_out;
logic[WIDTH-1:0] rectifier_out;
logic[WIDTH-1:0] gained_signal_delayed;
logic[WIDTH-1:0] clipped_signal;
register #(.WIDTH(WIDTH)) data_in (.in(in), .out(data_register_out), .clk(clk), .reset(reset), .enable(enable));
register #(.WIDTH(WIDTH)) gain_knob_in (.in(gain), .out(gain_register_out), .clk(clk), .reset(reset), .enable(enable));
register #(.WIDTH(WIDTH)) threshold_in (.in(threshold), .out(threshold_register_out), .clk(clk), .reset(reset), .enable(enable));
assign data_register_out_fixed_point = {data_register_out, '0};
assign gain_register_out_fixed_point = {20'b00000000000000000000, gain_register_out, 4'b0000};
multiplier #(.WIDTH(WIDTH*2)) gain_multiplier (.a(data_register_out_fixed_point), .b(gain_register_out_fixed_point), .product(gained_signal));
register #(.WIDTH(WIDTH)) multiplier_register (.in(gained_signal[3*WIDTH-1:2*WIDTH]), .out(gained_signal_registered), .clk(clk), .reset(reset), .enable(enable));
rectifier #(.WIDTH(WIDTH)) signal_rectifier (.in(gained_signal_registered), .out(rectifier_out));
register #(.WIDTH(WIDTH)) rectifier_register (.in(rectifier_out), .out(comparator_in), .clk(clk), .reset(reset), .enable(enable));
comparator #(.WIDTH(WIDTH)) threshold_comparator (.in0(comparator_in), .in1(threshold_register_out), .out(comparator_out));
register #(.WIDTH(WIDTH)) gained_signal_delay_register (.in(gained_signal_registered), .out(gained_signal_delayed), .clk(clk), .reset(reset), .enable(enable));
multiplexer #(.WIDTH(WIDTH)) threshold_mux (.in0(gained_signal_delayed), .in1(threshold_register_out), .sel(comparator_out), .out(clipped_signal));
register #(.WIDTH(WIDTH)) output_register (.in(clipped_signal), .out(out), .clk(clk), .reset(reset), .enable(enable));
endmodule
module register
#(
    parameter int WIDTH = 24
)
(
    input logic clk,
    input logic reset,
    input logic enable,
    input logic [WIDTH-1:0] in,
    output logic [WIDTH-1:0] out
);
always_ff @(posedge clk or posedge reset) begin
    if(reset)
        out <= '0;
    else if (enable)
        out <= in;
end
endmodule
module delay 
#(
    parameter int WIDTH = 24,
    parameter int CYCLES = 2
)
(
    input logic clk,
    input logic reset,
    input logic enable,
    input logic [WIDTH-1:0] in,
    output logic [WIDTH-1:0] out
);
logic [WIDTH-1:0] regs [CYCLES+1];
for(genvar i = 0; i < CYCLES; i++) begin : reg_array
    register #(.WIDTH(WIDTH))
    reg_array (
        .clk(clk),
        .reset(reset),
        .enable(enable),
        .in(regs[i]),
        .out(regs[i+1])
    );
end 
assign regs[0] = in;
assign out = regs[CYCLES];
endmodule
module multiplexer
#(
    parameter int WIDTH = 24
)
(
    input logic [WIDTH-1:0] in0,
    input logic [WIDTH-1:0] in1,
    input logic sel,
    output logic [WIDTH-1:0]out
);
assign out = sel == 1'b1 ? in1 : in0;
endmodule
module multiplier
#(
    parameter int WIDTH = 24
)
(
    input logic[WIDTH-1:0] a,
    input logic[WIDTH-1:0] b,
    output logic[2*WIDTH-1:0] product
);
assign product = signed'(a) * signed'(b); 
endmodule
module adder
#(
    parameter int WIDTH = 24
)
(
    input logic [WIDTH-1:0] in0, in1,
    input logic carry_in,
    output logic [WIDTH-1:0] sum,
    output logic carry_out
);
assign {carry_out, sum} = in0 + in1 + carry_in;
endmodule
module comparator
#(
    parameter int WIDTH = 24
)
(
    input logic [WIDTH-1:0] in0, in1,
    output logic out
);
    assign out = (in0 >= in1);
endmodule
module rectifier
#(
    parameter int WIDTH = 24
)
(
    input logic [WIDTH-1:0] in,
    output logic [WIDTH-1:0] out
);
    assign out = in[WIDTH-1] ? ~in + 1 : in;
endmodule
==> impl_metrics.ini <==
; synthesis and place-and-route metrics
[worst_setup_path]
critPathBufInv = 6
path_cells = buf_4 > nand2_1 > fa_1 > fa_1 > inv_1 > fa_1 > inv_1 > fa_1 > inv_1 > fa_1 > fa_1 > inv_1 > fa_1 > inv_1 > ha_1 > a211oi_1 > o21ai_1 > a41oi_1 > o311ai_1 > a211oi_1 > xnor2_1 > mux2_2
cp_slowest_cell = dfrtp_1
critical_path_class = flip-flop to flip-flop
cpLargestDelayFamily = adder cells
path_common_cell = fa_1
cp_data_required_time_ns = 12.38
arrival_ns = 7.18
crit_path_start_kind = flip-flop
path_max_fanout = 13
cpPeakStageDelay_ns = 0.76
crit_path_end_kind = flip-flop

[placement]
routabilityCongestion = 0.943
hpwl_mm = 41.9
io_buffers = 98
placed_area_um2 = 24200

[clocking]
cts.htree.levels = 3
insertion_delay_ns = 0.40
postCtsSetupBuffers = 0
cts_buffers = 9
cts.repair.resized = 0
clk_pin_slew_ns = 0.08
cts_tree = done
cts_hold_buffers = 0
root_buffer = clkbuf_16
cts_sinks = 106
clk_path_buf_depth = 2

[global_routing]
antenna_found_initial = 0
grt_pass1_wl_mm = 91.3
overflow = 0
grt_start_max_net_pins = 64
grt_pass1_vias = 16300
grt_usage = 0.167

[synthesis]
ys_seq_frac = 0.120
area_leaders = fa_1, dfrtp_1, ha_1
ys.flops = 106
async_reset_ff_frac = 1.00
top_area_frac = 0.436
synth_cell_types = 47
yosysWarnings = 1
flop_cell = dfrtp_1
syn_area_um2 = 22100
ys_area_um2 = 22100
yosys-stat-cells = 2315
edf_count = 0
synth.avg_cell_area_um2 = 9.55
syn_inst = 2315
top_area_cell = fa_1

[timing]
tightestPinTransition_ns = 0.845
fin_setup_tns_ns = 0
finalSetupViolCount = 0
finalCriticalPeriod_ns = 6.90
period_used_share = 0.570
skew_ns = 0.0131
rsz0062_at_grt = false
finalMaxSlewViolations = 0
finalHoldViolations = 0
fmax_mhz = 145
hold_ws_ns = 0.499
relSlewSlack = 0.431

[final_layout]
final_cell_area_um2 = 24500
comb_area_um2 = 16900
fillers = 7390
drive_above_1_share = 0.0650
flop_area_um2 = 2650
area_delta_synth_final_pct = 11.0

[detailed_routing]
drt_wl_total_mm = 55.1
drc = 0
vias_per_cell = 4.53
ant_nets = 0
drt_iter0_markers = 555
drt_first_pass_iters = 4
post_drt_wl_per_cell_um = 16.5
n_antenna_cell = 0
num_vias = 15100

[status]
status = complete, no violations

[run]
tool_warnings = 25
cap_violations = 0

[floorplanning]
coreArea_um2 = 73000
chip_area_um2 = 74800
ios = 99
fp-utilization = 0.303
dieWidth_um = 273
rows = 99
die_h_um = 273

[worst_hold_path]
min_path_type = flip-flop to flip-flop
[layout by cell type (no fill, tap or decap), drive strengths merged, types with 4 or more instances in the layout]
master / synthesis / final
xnor2: 5 / 5
nor2: 20 / 20
nand3: 17 / 17
mux2i: 6 / 6
nor2b: 20 / 20
and2: 277 / 277
mux2: 74 / 74
o21bai: 4 / 4
inv: 558 / 563
a21o: 4 / 4
buf: 1 / 53
ha: 175 / 175
a211oi: 7 / 7
o211ai: 7 / 7
nand4: 16 / 16
a21oi: 36 / 36
dfrtp: 106 / 106
fa: 481 / 481
nor4: 10 / 10
nand2: 324 / 324
clkdlybuf4s50: 0 / 97
clkbuf: 109 / 9
o21ai: 27 / 27
and3: 8 / 8
[cell type report]
class / instances / area share
clock inverter: 7 / 0.00301
sequential: 106 / 0.108
clock buffer: 9 / 0.00918
tap: 959 / 0.0489
multi-input combinational: 1541 / 0.690
inverter: 558 / 0.0854
timing repair buffer: 150 / 0.0558
[logic make-up (layout without fill, tap and decap cells)]
| group | count (synthesis) | in the layout | share of synthesized area |
|---|---|---|---|
| multiplexers | 80 | 80 | 0.0404 |
| AND-OR/OR-AND | 99 | 99 | 0.0273 |
| flip-flops | 106 | 106 | 0.120 |
| XOR/XNOR | 6 | 6 | 0.00238 |
| AND/OR/NAND/NOR | 700 | 700 | 0.161 |
| buffers and inverters | 668 | 724 | 0.114 |
| adder cells (fa/ha/maj) | 656 | 656 | 0.535 |
[flip-flops by register name, indices dropped and copies added (netlist names)]
signal	count
data_in.out	24
gain_knob_in.out	24
output_register.out	24
threshold_in.out	24
multiplier_register.out	5
rectifier_register.out	5
[per-stage QoR]
stage	instances	setup WS [ns]	util
floorplan	2315	5.89	-
global placement	3314	5.40	0.332
CTS	3330	5.22	0.336
finish	3330	5.20	0.336
detailed placement	3314	5.28	0.332
global route	3330	4.93	0.336
[path summary, 6_finish.rpt]
check / slack (ns) / end / start / cells past startpoint
min reg2reg: 0.50 / output_register.out[22] / output_register.out[22] / 1
min in group asynchronous: 2.35 / output_register.out[23] / reset / 2
max: 5.20 / multiplier_register.out[3] / gain_knob_in.out[10] / 22
max reg2reg: 5.20 / multiplier_register.out[3] / gain_knob_in.out[10] / 22
max in group asynchronous: 8.78 / gain_knob_in.out[7] / reset / 3
min: 0.50 / output_register.out[22] / output_register.out[22] / 1
[synthesized netlist by cell type (2+ instances only)]
cell       number
a211oi_1        7
a31oi_1         2
o21bai_1        4
mux2_2         74
ha_1          175
inv_1         558
a21o_1          3
a41oi_1         3
nor2b_1        20
nand4_4         2
a21oi_1        34
a21oi_2         2
nor4_1          9
nand3_1        17
nor2_1         20
and3_1          5
nand2b_1        3
o21ai_0        26
clkbuf_1      107
xnor2_1         5
nand4_1        14
nand2_1       324
and3_2          3
mux2i_1         6
fa_1          481
dfrtp_1       106
o2111ai_1       2
o211ai_1        7
clkbuf_8        2
and2_1        277
[layer usage]
metal,GRT usage,part of all wire,vias to the layer above
li1,-,-,6894
met5,0.00385,0.00076,-
met4,0.0171,0.013,2
met3,0.0798,0.11,39
met2,0.243,0.45,606
met1,0.240,0.43,7529
[worst register-to-register path, stage by stage (launching register included)]
cell      delay [ns]
dfrtp_1         0.76
buf_4           0.35
nand2_1         0.11
fa_1            0.43
fa_1            0.49
inv_1           0.05
fa_1            0.47
inv_1           0.05
fa_1            0.51
inv_1           0.06
fa_1            0.44
fa_1            0.53
inv_1           0.05
fa_1            0.54
inv_1           0.07
ha_1            0.33
a211oi_1        0.34
o21ai_1         0.16
a41oi_1         0.26
o311ai_1        0.16
a211oi_1        0.27
xnor2_1         0.10
mux2_2          0.26
